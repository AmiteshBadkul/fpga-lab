[run.sh]
#!/bin/bash
# OpenROAD 26Q1-2900-gdf79404cd8, Yosys 0.63+post, stock flow scripts
make -C /OpenROAD-flow-scripts/flow DESIGN_CONFIG=/design/flow/config.mk WORK_HOME=/design/flow/orfs finish
[config.mk]
export PLATFORM = sky130hd
export DESIGN_NAME = counter_int
export DESIGN_NICKNAME = counter_int
export VERILOG_FILES = /design/flow/design.v
export SDC_FILE = /design/flow/constraint.sdc
export NUM_CORES = 4
export LEC_CHECK = 1
export CORE_UTILIZATION = 30
[constraint.sdc]
current_design counter_int

set clk_period 4.5
set clk_io_pct 0.2

create_clock -name clk0 -period $clk_period [get_ports {CLK}]

set non_clock_inputs [all_inputs -no_clocks]
set_input_delay [expr $clk_period * $clk_io_pct] -clock clk0 $non_clock_inputs
set_output_delay [expr $clk_period * $clk_io_pct] -clock clk0 [all_outputs]
[design.v]
`timescale 1ns / 1ps
module counter_int(
    input CLK,
    input RESET,
    output reg [3:0] OUT
    );
    reg [26:0] CLK_DIV;
    always@(posedge CLK, posedge RESET)
    begin
    if(RESET != 0)
    CLK_DIV = 0; 
    else
    CLK_DIV = CLK_DIV + 1;
    end
    always@(posedge CLK_DIV[26] , posedge RESET)
    begin
    if(RESET != 0)
    OUT = 0; 
    else
    OUT = OUT + 1;
    end
endmodule
==> reports/results.ini <==
[run_status]
outcome = finished clean

[yosys]
ys_ff = 31
syn_inst = 111
ys_seq_frac = 0.575
avgSynthCellArea_um2 = 12.2
synth_cell_types = 20
ys_cells = 111
syn-cell-area_um2 = 1350
yosys_warnings = 1
yosys_area_um2 = 1350

[clock_tree]
cts_tree = built
cts_resized = 0
clock_latency_ns = 0.27
cts_buffer_depth = 2
postCtsHoldBufs = 0
htreeDepth = 1
numCtsBuffers = 3
clk_root_buffer_cell = clkbuf_8
clkSlewWorstSetupHoldPaths_ns = 0.10
cts_setup_buffers = 0

[routing]
wl_met2_um = 824
initialDrtViolationCount = 64
drt-vias-per-instance = 4.51
route.detailed.drc = 0
wl_met3_um = 57
top_layer = met4
routed_wl_mm = 1.92
met1Wirelength_mm = 1.01
ant_nets = 0
diodes = 0
wl_per_cell_um = 11.2
first_pass_iters = 4
vias = 776

[placed_design]
gp_congestion = 0.761
place_hpwl_mm = 1.40
io_buffers = 5

[die]
chipArea_um2 = 4770
die_w_um = 69.1
fp-utilization = 0.310
io_pins = 6
core-area_um2 = 4350
die_h_um = 69.1
rows = 24

[job]
maxCapViolCount = 0
tool_warnings = 25

[power_and_ir_drop]
clockPowerShare = 0.360
p_seq_frac = 0.623
power_uw = 389
power.leakage_nw = 0.721
p_sw_uw = 80.1
p_per_area_nw_per_um2 = 256
pwr-share-comb = 0.017
peakVddDrop_v = 0.000124
p_int_uw = 309
netSwitchingFraction = 0.206

[worst_hold_path]
hold_class = register to register

[sta]
period_minus_slack_ns = 1.65
unclocked_pins = 4
slew_headroom = 0.645
setup_viol_count_final = 0
slew_viol_final = 0
max_freq_mhz = 606
finalCritPeriodShare = 0.366
fin_skew_ns = 0.00857
worst_pin_slew_ns = 0.528
untimed_endpoints = 8
tns_ns = 0
final_hold_viol_count = 0
rsz0062_at_grt = no

[global_route]
gr-total-overflow = 0
antenna_found_initial = 0
track_usage = 0.0920
grt_pass1_vias = 804
grt_max_degree = 32
grt_pass1_wl_mm = 3.60

[final_layout]
layout_top_cell = dfrtp_1
drive_above_1_share = 0.0917
syn2layout_area_growth_pct = 12.5
final_cell_mix = 31 x dfrtp_1, 20 x xnor2_1, 9 x nand3_1, 9 x nand4_1

[critical_path]
worst_ep_required_time_ns = 4.66
critPathKind = register to register
cp-start-kind = register
crit_fanout = 8
end_kind = register
crit_arrival_ns = 1.81

Yosys cell counts:
library cell | n | area [um2]
nand3_4 | 1 | 17.5
nor2_1 | 5 | 18.8
and4_1 | 2 | 17.5
nand2_1 | 7 | 26.3
and2_1 | 1 | 6.26
xnor2_1 | 20 | 175
nor2b_1 | 1 | 6.26
ha_1 | 2 | 25.0
dfrtp_1 | 31 | 776
inv_2 | 1 | 3.75
xor2_1 | 7 | 61.3
inv_1 | 4 | 15.0
and3_1 | 5 | 31.3
nand2_2 | 1 | 6.26
nand4_1 | 9 | 56.3
nand3_1 | 9 | 45.0
nor3_4 | 2 | 32.5
clkbuf_1 | 1 | 3.75
nor3_1 | 1 | 5.00
nor4_4 | 1 | 21.3
cells by family after synthesis:
| kind of cell | Yosys count | share of synthesized area |
|---|---|---|
| fa+ha+maj | 2 | 0.0185 |
| flops | 31 | 0.575 |
| simple gates | 45 | 0.215 |
| xor+xnor | 27 | 0.175 |
| buf+inv | 6 | 0.0167 |
sequential cells by signal (all words and copies together), names as in the netlist:
register and flops:
CLK_DIV 27, OUT 4
metrics by stage:
step           utilization  hold WS (ns)  instances  cell area (um2)  setup WS, ns
2_1_floorplan            -         0.438        111             1350          2.94
3_3_place_gp         0.337         0.452        168             1470          2.92
3_5_place_dp         0.337         0.464        168             1470          2.85
4_1_cts              0.349         0.478        172             1520          2.84
5_1_grt              0.349         0.500        172             1520          2.70
6_report             0.349         0.476        172             1520          2.85
power groups by stage:
stage / clock network (mW) / logic (mW) / registers [mW]
CTS: 0.149 / 0.00697 / 0.242
global route: 0.155 / 0.00800 / 0.242
finish: 0.140 / 0.00646 / 0.242
routing by layer:
layer / vias up / track usage
li1: 400 / -
met2: 13 / 0.141
met3: 2 / 0.0208
met1: 361 / 0.142
met5: - / 0
met4: 0 / 0.0113
layout make-up:
cell class	count	area [um2]
repair buffers	6	57.6
clock inverters	1	8.76
flip-flops and latches	31	776
inverters	5	18.8
clock buffers	3	41.3
well taps	52	65.1
multi-input cells	74	552
fillers	411	2840
final timing paths:
check	to	cells past startpoint	slack (ns)	start
worst max-delay path	CLK_DIV[14]$_DFF_PP0_	5	2.85	CLK_DIV[0]$_DFF_PP0_
worst min register to register	CLK_DIV[23]$_DFF_PP0_	1	0.48	CLK_DIV[23]$_DFF_PP0_
worst max register to register	CLK_DIV[14]$_DFF_PP0_	5	2.85	CLK_DIV[0]$_DFF_PP0_
max in group asynchronous	CLK_DIV[2]$_DFF_PP0_	3	3.24	RESET
worst min-delay path	CLK_DIV[23]$_DFF_PP0_	1	0.48	CLK_DIV[23]$_DFF_PP0_
min in group asynchronous	CLK_DIV[18]$_DFF_PP0_	3	0.99	RESET
worst max-delay path: stages, from the launching register on:
cell and delay [ns]:
dfrtp_1 0.40, ha_1 0.22, nand4_1 0.25, nor3_4 0.36
nand4_1 0.17, xnor2_1 0.14
No activity file was given, so power comes from the tool's default toggle rates.
