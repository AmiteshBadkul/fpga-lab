==> design/flow/design.v <==
`timescale 1ns / 1ps
module Counter_FSM(input CountUP, input clk, input reset, output reg[3:0] ClockValue);
reg [1:0] next_state, current_state;
parameter S0=2'b00,S1=2'b01,S2=2'b10,S3=2'b11;
reg[25:0]clk_div;
always@(posedge clk, posedge reset) 
begin
if (reset==1)
clk_div=0;
else
clk_div=clk_div+1;
end
always@(posedge clk_div[25],posedge reset)
begin
if(reset==1)
current_state=S0;
else
current_state=next_state;
end
always@(CountUP, current_state)
begin
case(current_state)
S0:begin
if(CountUP == 1)
next_state = S1;
else
next_state = S3;
end
S1:begin
if(CountUP == 1)
next_state = S2;
else
next_state = S0;
end
S2:begin
if(CountUP == 1)
next_state = S3;
else
next_state = S1;
end
S3:begin
if(CountUP == 1)
next_state = S0;
else
next_state = S2;
end
endcase
end
always@(current_state)
begin
case(current_state)
S0: ClockValue = 4'b0000;
S1: ClockValue = 4'b0010;
S2: ClockValue = 4'b0100;
S3: ClockValue = 4'b0110;
endcase
end
endmodule
==> design/flow/run.sh <==
#!/bin/bash
# OpenROAD 26Q1-2900-gdf79404cd8, Yosys 0.63+post, stock flow scripts
make -C /OpenROAD-flow-scripts/flow DESIGN_CONFIG=/design/flow/config.mk WORK_HOME=/design/flow/orfs finish
==> design/flow/config.mk <==
export PLATFORM = sky130hd
export DESIGN_NAME = Counter_FSM
export DESIGN_NICKNAME = Counter_FSM
export VERILOG_FILES = /design/flow/design.v
export SDC_FILE = /design/flow/constraint.sdc
export NUM_CORES = 4
export LEC_CHECK = 1
export CORE_AREA = 10 10 98 98
export DIE_AREA = 0 0 108 108
==> design/flow/constraint.sdc <==
current_design Counter_FSM

set clk_period 3.7
set clk_io_pct 0.2

create_clock -name clk0 -period $clk_period [get_ports {clk}]

set non_clock_inputs [all_inputs -no_clocks]
set_input_delay [expr $clk_period * $clk_io_pct] -clock clk0 $non_clock_inputs
set_output_delay [expr $clk_period * $clk_io_pct] -clock clk0 [all_outputs]
==> impl_metrics.tcl <==
# collected from the flow reports
set metrics [dict create \
    synth-async-reset-ratio_pct 100 \
    min_period_over_period_pct 41.3 \
    ys_cells 108 \
    dr_wl_met2_um 833 \
    syn_area_per_cell_um2 12.5 \
    critical_path_class "flip-flop to flip-flop" \
    netlist.area_leader.share_pct 53.6 \
    cts_resized 0 \
    unclocked_pins 4 \
    worstSkewPairLatency_ns 0.26 \
    grt-ovfl-total 0 \
    gp_congestion 0.732 \
    finalMaxSlewViolations 0 \
    initCoreUtil_pct 17.7 \
    synthFlopType "dfrtp_1" \
    grt_start_max_net_pins 31 \
    drc 0 \
    required_ns 3.85 \
    end_kind "flip-flop" \
    diodes 0 \
    synth_cells 108 \
    top_cell "dfrtp_1" \
    rows 32 \
    grt_pass1_wl_um 3570 \
    cp-start-kind "flip-flop" \
    rsz0062_at_grt "false" \
    topCellsByArea "dfrtp_1 54%, xnor2_1 10%, xor2_1 5.2%" \
    setup_slack_ns 2.17 \
    grt_use_total_pct 3.57 \
    netlist_top_cells_count "29 x dfrtp_1, 16 x xnor2_1, 8 x nand2_1, 8 x xor2_1" \
    setup_violations 0 \
    warnings 25 \
    untimed_endpoints 6 \
    cts_hold_buffers 0 \
    period_needed_ns 1.53 \
    power_mw 0.448 \
    cts_tree "built" \
    synth_warnings 1 \
    fmax_ghz 0.654 \
    wl_met3_um 127 \
    vias 760 \
    grt_pass1_vias 784 \
    seq_area_frac_synth_pct 55.5 \
    skew_ns 0.00580 \
    drt-met1-wl_um 959 \
    yosysChipArea_um2 1350 \
    pre_cts_slack_ns 2.18 \
    final_layout_size_suffix_gt1_share_pct 15.7 \
    yosysTopAreaCell "dfrtp_1" \
    post-cts-setup-buffers 0 \
    core_area_um2 7650 \
    die_h_um 108 \
    power_density_nw_per_um2 288 \
    routed_wl_um 1930 \
    root_buffer "clkbuf_8" \
    rrSetupSlack_ns 2.17 \
    topRoutingLayerUsed "met4" \
    fp.dieW_um 108 \
    ioPinCount 7 \
    antenna_found_initial 0 \
    synth-edff-count 0 \
    setup_tns_ns 0 \
    numCtsBuffers 3 \
    worstPathArrival_ns 1.68 \
    clk_pin_slew_ns 0.08 \
    post_drt_wl_per_cell_um 8.88 \
    hold_class "flip-flop to flip-flop" \
    synth.distinct_cells 23 \
    finalHoldViolations 0 \
    first_iter_violations 29 \
    vias_per_cell 3.50 \
    dr.pass1.iters 3 \
    ant_nets 0 \
    cp_max_fo 5 \
    status "completed" \
    p_leak_nw 0.700 \
    maxCapViolations 0 \
    numPortBuffers 4 \
    syn_to_final_growth_pct 15.2 \
    max-vdd-ir-drop_mv 0.128 \
    cts_buffer_depth 2 \
    synth.cell_area_um2 1350 \
    dp.final_hpwl_um 1400 \
    cts.htree.levels 1 \
    ys_ff 30 \
    dieArea_um2 11700 \
]
## per-stage QoR
step	instances	util [%]	hold slack (ns)	instance area, um2
floorplan	109	-	0.438	1360
global placement	214	19.8	0.457	1520
detailed placement	214	19.8	0.457	1520
CTS	217	20.4	0.471	1560
global route	217	20.4	0.491	1560
finish	217	20.4	0.467	1560
## per-layer routing
metal | global-route usage, % | up-vias
met2 | 5.43 | 10
met5 | 0 | -
met4 | 0.191 | 0
met3 | 1.33 | 2
li1 | - | 386
met1 | 5.02 | 362
## cells in the final DEF, fill, tap and decap left out
| cell | instances |
|---|---|
| and2_1 | 1 |
| and3_1 | 6 |
| and4_1 | 3 |
| buf_4 | 1 |
| clkbuf_8 | 3 |
| clkdlybuf4s50_1 | 4 |
| conb_1 | 2 |
| dfrtp_1 | 29 |
| dfstp_2 | 1 |
| ha_1 | 1 |
| inv_1 | 2 |
| mux2_2 | 4 |
| nand2_1 | 8 |
| nand3_1 | 7 |
| nand3_2 | 2 |
| nand4_1 | 7 |
| nand4_4 | 1 |
| nor2_1 | 3 |
| nor2_4 | 1 |
| nor3_4 | 1 |
| nor4_4 | 1 |
| nor4b_2 | 1 |
| or2_2 | 2 |
| xnor2_1 | 16 |
| xor2_1 | 8 |
## cells by family after synthesis
family / after synthesis / synth area share (%)
buffers and inverters: 4 / 1.66
other: 1 / 0.277
XOR/XNOR: 24 / 15.5
AND/OR/NAND/NOR: 44 / 22.7
adder cells (fa/ha/maj): 1 / 0.924
multiplexers: 4 / 3.33
flip-flops: 30 / 55.5
## sequential cells by signal (all words and copies together), names as in the netlist
register and cells:
current_state 4, clk_div 26
## path summary, 6_finish.rpt
| path | from | end | depth (start not counted) |
|---|---|---|---|
| hold / removal | clk_div[24] | clk_div[24] | 1 |
| min in group asynchronous | reset | clk_div[16] | 3 |
| setup reg to reg | clk_div[0] | clk_div[24] | 5 |
| hold reg to reg | clk_div[24] | clk_div[24] | 1 |
| setup / recovery | clk_div[0] | clk_div[24] | 5 |
| max in group asynchronous | reset | clk_div[4] | 3 |
## power by group
group	switching (mW)	leakage (nW)	total (mW)	internal [mW]
Combinational	0.00709	0.273	0.0103	0.00322
Clock	0.0812	0.0216	0.154	0.0728
Sequential	0	0.406	0.284	0.284
## cell type report
class / instances / area (um2)
multi-input cells: 75 / 583
clock buffers: 3 / 41.3
inverters: 2 / 7.51
fillers: 800 / 6090
flip-flops and latches: 30 / 752
repair buffers: 5 / 47.5
well taps: 102 / 128
## worst max-delay path, stage by stage (launching register included)
cell and delay (ns):
dfrtp_1 0.40, ha_1 0.21, and4_1 0.30, and2_1 0.25, nand4_1 0.13, xnor2_1 0.14
Power and IR drop assume default switching activity.
