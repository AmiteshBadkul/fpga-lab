**flow/config.mk**
```make
export PLATFORM = sky130hd
export DESIGN_NAME = Car_FSM
export DESIGN_NICKNAME = Car_FSM
export VERILOG_FILES = /design/flow/design.v
export SDC_FILE = /design/flow/constraint.sdc
export NUM_CORES = 4
export LEC_CHECK = 1
export CORE_AREA = 10 10 103 103
export DIE_AREA = 0 0 113 113
```
**flow/constraint.sdc**
```tcl
current_design Car_FSM

set clk_period 4.6
set clk_io_pct 0.2

create_clock -name clk0 -period $clk_period [get_ports {clk}]

set non_clock_inputs [all_inputs -no_clocks]
set_input_delay [expr $clk_period * $clk_io_pct] -clock clk0 $non_clock_inputs
set_output_delay [expr $clk_period * $clk_io_pct] -clock clk0 [all_outputs]
```
**flow/design.v**
```verilog
`timescale 1ns / 1ps
module Car_FSM(input left,
               input right,
               input reset,
               input clk,
               output reg LC,
               output reg LB,
               output reg LA,
               output reg RA,
               output reg RB,
               output reg RC 
    );
    reg [3:0] present_state, next_state;
    parameter S0=3'b000, S1=3'b001, S2=3'b010, S3=3'b011, S4=3'b100, S5=3'b101, S6=3'b110, S7=3'b111;
    reg[25:0]clk_div;
    always@(posedge clk, posedge reset) 
    begin
         if (reset==1)
            clk_div=0;
         else
            clk_div=clk_div+1;
    end
    always@(posedge clk_div[25],posedge reset)
    begin
         if(reset==1)
            present_state=S0;
         else
            present_state=next_state;
    end
    always@(present_state, left, right)
    begin
    case(present_state)
    S0: begin
             if(left == 1 && right == 0)
                next_state = S1;
             else if(left == 0 && right == 1)
                next_state = S4;
             else
                next_state = S0;
        end
    S1: begin
             if(left == 1)
                next_state = S2;
        end
    S2: begin
             if(left == 1)
                next_state = S3;
        end
    S3: begin
             if(left == 1)
                next_state = S0;
         end
     S4: begin
              if(right == 1)
                 next_state = S5;
         end
     S5: begin
              if(right == 1)
                next_state = S6;
         end
     S6: begin
              if(right == 1)
                 next_state = S0;
         end
      endcase
     end
    always @ (present_state)
    begin
    case(present_state)
     S0: begin
              LA=1'b0; LB=1'b0; LC=1'b0; RA=1'b0; RB=1'b0; RC=1'b0;
         end 
     S1: begin
              LB=1'b0; LC=1'b0; RA=1'b0; RB=1'b0; RC= 1'b0;
              LA = 1;
         end
     S2: begin
              LC=1'b0; RA=1'b0; RB=1'b0; RC = 1'b0;
              LA=1; LB = 1;
         end
     S3: begin
              RA=1'b0; RB=1'b0; RC = 1'b0;
              LA=1; LB=1; LC= 1;
         end
     S4: begin
              LB=1'b0; LC=1'b0; LA=1'b0; RB=1'b0; RC = 1'b0;
              RA = 1'b1;
          end
     S5: begin
              LC=1'b0; LA=1'b0; LB = 1'b0; RC = 1'b0;
              RA = 1'b1; RB = 1'b1;
         end
     S6: begin
               LA = 1'b0; LB = 1'b0; LC = 1'b0;
               RA = 1'b1; RB = 1'b1; RC = 1'b1;
         end     
    endcase
    end
endmodule
```
**flow/run.sh**
```bash
#!/bin/bash
# OpenROAD 26Q1-2900-gdf79404cd8, Yosys 0.63+post, stock flow scripts
make -C /OpenROAD-flow-scripts/flow DESIGN_CONFIG=/design/flow/config.mk WORK_HOME=/design/flow/orfs finish
```
==> flow_summary.ini <==
; flow metrics
[flow_run]
warnings = 25
cap_violations = 0

[final_layout]
post-route-util_pct = 21.6
largest_reg_flops = 26
stdcell_count = 258
most-common-layout-cells = dfrtp_1, xor2_1, nor2_1, nand2_1, xnor2_1
drive_gt1_share_pct = 6.54
areaGrowthSynthToFinish_pct = 17.6
layout_top_cell = dfrtp_1

[setup_path]
critPathKind = flop to flop
setup.worst_path.end_class = flop
crit_fanout = 8
required_ns = 4.79
path_cells = ha_1, nand3_1, or2_1, nor3_1, xor2_1
crit_slowest_cell = dfrtp_1
cpPeakStageDelay_ns = 0.39
critPathLaunchType = flop
arrival_ns = 1.81

[clocking]
root_buffer = clkbuf_8
clk_path_buf_depth = 2
cts_setup_buffers = 0
cts_resized = 0
worstSkewPairLatency_ns = 0.27
cts_tree = done
clk_pin_slew_ns = 0.09
cts_buffers = 3
ctsHoldBuffers = 0
cts-htree-levels = 1

[detailed_routing]
antenna-diode-count = 0
ant_nets = 0
first_iter_violations = 23
wl_mm = 2.23
dr.pass1.iters = 3
wl_per_cell_um = 8.65
viasPerCell = 3.76
via_count = 970
drc = 0

[final_timing]
setup_viol = 0
setup_tns_ns = 0
tightest_slew_ns = 0.400
max_freq_ghz = 0.618
hold_viol = 0
drv_slew = 0
worst_hold_slack_ns = 0.464
clock-skew-final_ns = 0.00800
period_used_pct = 35.2
rsz0062_at_grt = no
period_needed_ns = 1.62
untimed_endpoints = 18
max_slew_margin_pct = 73.2
unclocked_pins = 12

[place]
hpwl_mm = 1.62
routabilityCongestion = 0.768
portBuffers = 9
numPlacedInstances = 254

[synth]
xor_area_share_pct = 13.8
syn_area_um2 = 1530
synth_adder_area_share_pct = 0.819
ys.flop_type = dfrtp_1
synth.logic.top_family = simple AND/OR/NAND/NOR gates
edf_count = 0
netlist.area_leader.share_pct = 47.5
synthMuxAreaShare_pct = 0
ys.flops = 38
simple_gate_area_share_pct = 22.5
yosysCellCount = 141
synth.avg_cell_area_um2 = 10.8
post-synth-top-area-cell = dfrtp_1
synthCells = 141
synth_cell_types = 29
aoi_share_pct = 3.36
async_reset_ff_share_pct = 76.3
yosys_warnings = 1
yosys-stat-area_um2 = 1530
synthTopCellsByArea = dfrtp_1, dlxtn_1, xor2_1

[power_and_ir_drop]
intPower_uw = 309
power_uw = 382
power_density_nw_per_um2 = 213
p_comb_share_pct = 2.6
peakVddDrop_v = 0.000239
power_frac_seq_pct = 59.9
total_leakage_power_uw = 0.000823
p_sw_uw = 73.4
switching_share_pct = 19.2
pwr-share-clk_pct = 37.5

[die]
initial_core_util_pct = 18.4
io_pins = 10
rows = 33
core_um2 = 8300
die_w_um = 113
die_h_um = 113
chip_area_um2 = 12800

[grt]
grt_overflow = 0
grt_pass1_wl_mm = 4.15
grt_max_degree = 30
grt_pass1_vias = 924
antenna_found_initial = 0
grt_use_total_pct = 3.69

[outcome]
status = completed

[hold_path]
hold_path.class = flop to flop
==> final cells by class <==
type	instances	area (µm²)
clock buffers	4	55.1
flip-flops and latches	38	861
inverters	9	33.8
well taps	105	131
fillers	860	6500
repair buffers	10	97.6
multi-input cells	92	618
==> final timing paths <==
| path | slack, ns | end | depth (start not counted) | from |
|---|---|---|---|---|
| setup / recovery | 2.98 | clk_div[24] | 5 | clk_div[0] |
| hold / removal | 0.46 | clk_div[18] | 1 | clk_div[18] |
| setup reg to reg | 2.98 | clk_div[24] | 5 | clk_div[0] |
| hold reg to reg | 0.46 | clk_div[18] | 1 | clk_div[18] |
| max in group asynchronous | 3.33 | clk_div[8] | 3 | reset |
| min in group asynchronous | 1.01 | clk_div[18] | 3 | reset |
==> per-stage QoR <==
step                instance area, µm²  setup slack [ns]
global route                      1800              2.82
floorplan                         1530              3.07
finish                            1800              2.98
detailed placement                1740              2.98
global placement                  1740              3.00
CTS                               1800              2.96
==> cell usage after synthesis (all sizes together) (2+ instances only) <==
master  instances
xnor2          10
dlxtn           9
a21oi           3
nor4            4
xor2           14
and4            4
nand3           7
nor3            9
dfrtp          29
nor2           14
nand2b          2
inv             9
nand2          11
o21ai           3
nand4           3
==> cell families (layout without fill, tap and decap cells) <==
family	Yosys count	after routing
and+or+nand+nor	58	58
DFF	29	29
xor gates and xnor gates	24	24
buffers and inverters	11	23
AOI/OAI and AO/OA	9	9
latches	9	9
adders and majority gates	1	1
==> metal layers <==
| metal | up-vias | global-route usage, % | share of wire, % |
|---|---|---|---|
| met4 | 0 | 0.423 | 0 |
| li1 | 497 | - | - |
| met1 | 458 | 5.28 | 51 |
| met3 | 0 | 1.34 | 5.6 |
| met2 | 15 | 5.38 | 43 |
| met5 | - | 0 | 0 |
==> power by group through the flow <==
stage | Clock (µW) | Sequential [µW] | Combinational, µW
finish | 143 | 229 | 9.86
global route | 156 | 229 | 11.4
CTS | 149 | 229 | 10.4
==> worst max-delay path, delay by kind of cell (launching register included) <==
kind	cells	cell delay [ns]
flip-flops	1	0.39
adder cells (fa/ha/maj)	1	0.20
AND/OR/NAND/NOR	3	0.78
XOR/XNOR	1	0.17
Power is estimated from default activity; no workload was simulated.
